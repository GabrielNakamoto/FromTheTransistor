## design/flow/run.sh

```bash
#!/bin/bash
# OpenROAD 26Q1-2900-gdf79404cd8, Yosys 0.63+post, stock flow scripts
make -C /OpenROAD-flow-scripts/flow DESIGN_CONFIG=/design/flow/config.mk WORK_HOME=/design/flow/orfs finish
```

## design/flow/config.mk

```make
export PLATFORM = sky130hd
export DESIGN_NAME = RAM8
export DESIGN_NICKNAME = RAM8
export VERILOG_FILES = /design/flow/design.v
export SDC_FILE = /design/flow/constraint.sdc
export NUM_CORES = 4
export LEC_CHECK = 1
export CORE_UTILIZATION = 50
```

## design/flow/constraint.sdc

```tcl
current_design RAM8

set clk_period 5.6
set clk_io_pct 0.2

create_clock -name clk0 -period $clk_period [get_ports {clk}]

set non_clock_inputs [all_inputs -no_clocks]
set_input_delay [expr $clk_period * $clk_io_pct] -clock clk0 $non_clock_inputs
set_output_delay [expr $clk_period * $clk_io_pct] -clock clk0 [all_outputs]
```

## design/flow/design.v

```verilog
module dmux(
	output wire a, b,
	input wire in,
	input wire sel
);
	wire ns;
	not n1(ns, sel);
	and a1(a, ns, in);
	and a2(b, sel, in);
endmodule
module dmux_4way(
	output wire a, b, c, d,
	input wire in,
	input wire [1:0] sel
);
	wire h1, h2;  
	dmux d1(
		.in(in),
		.sel(sel[1]),
		.a(h1),
		.b(h2));
	dmux d2(
		.in(h1),
		.sel(sel[0]),
		.a(a),
		.b(b));
	dmux d3(
		.in(h2),
		.sel(sel[0]),
		.a(c),
		.b(d));
endmodule
module dmux_8way(
	output wire a, b, c, d, e, f, g, h,
	input wire in,
	input wire [2:0] sel
);
	wire h1, h2;
	dmux d1(
		.in(in),
		.sel(sel[2]),
		.a(h1),
		.b(h2));
	dmux_4way d2(
		.in(h1),
		.sel(sel[1:0]),
		.a(a),
		.b(b),
		.c(c),
		.d(d));
	dmux_4way d3(
		.in(h2),
		.sel(sel[1:0]),
		.a(e),
		.b(f),
		.c(g),
		.d(h));
endmodule
module mux(
	output wire out,
	input wire a, b,
	input wire sel
);
	wire nsel, o1, o2;
	not n1(nsel, sel);
	and a1(o1, a, nsel);
	and a2(o2, b, sel);
	or of(out, o1, o2);
endmodule
module mux16(
	output wire [15:0] out,
	input wire [15:0] a, b,
	input wire sel
);
	mux m1(out[0], a[0], b[0], sel);
	mux m2(out[1], a[1], b[1], sel);
	mux m3(out[2], a[2], b[2], sel);
	mux m4(out[3], a[3], b[3], sel);
	mux m5(out[4], a[4], b[4], sel);
	mux m6(out[5], a[5], b[5], sel);
	mux m7(out[6], a[6], b[6], sel);
	mux m8(out[7], a[7], b[7], sel);
	mux m9(out[8], a[8], b[8], sel);
	mux m10(out[9], a[9], b[9], sel);
	mux m11(out[10], a[10], b[10], sel);
	mux m12(out[11], a[11], b[11], sel);
	mux m13(out[12], a[12], b[12], sel);
	mux m14(out[13], a[13], b[13], sel);
	mux m15(out[14], a[14], b[14], sel);
	mux m16(out[15], a[15], b[15], sel);
endmodule
module mux16_4way(
	output wire [15:0] out,
	input wire [15:0] a, b, c, d,
	input wire [1:0] sel
);
	wire [15:0] h1, h2;
	mux16 m1(h1, a, b, sel[0]);
	mux16 m2(h2, c, d, sel[0]);
	mux16 m3(out, h1, h2, sel[1]);
endmodule
module mux16_8way(
	output wire [15:0] out,
	input wire [15:0] a, b, c, d, e, f, g, h,
	input wire [2:0] sel
);
	wire [15:0] h1, h2;
	mux16_4way m1(h1, a, b, c, d, sel[1:0]);
	mux16_4way m2(h2, e, f, g, h, sel[1:0]);
	mux16 m3(out, h1, h2, sel[2]);
endmodule
module Register16(
	output reg [15:0] out,
	input wire [15:0] in,
	input wire load,
	input wire clk
);
	always @(posedge clk) begin
		if(load)
			out <= in;
	end
endmodule
module RAM8(
	output wire [15:0] out,
	input wire [15:0] in,
	input wire [2:0] address,
	input wire load,
	input wire clk
);
	wire l1, l2, l3, l4, l5, l6, l7, l8;
	wire [15:0] o1, o2, o3, o4, o5, o6, o7, o8;
	dmux_8way distribute(	
		.in(load),
		.sel(address),
		.a(l1),
		.b(l2),
		.c(l3),
		.d(l4),
		.e(l5),
		.f(l6),
		.g(l7),
		.h(l8));
	Register16 r1(o1, in, l1, clk);
	Register16 r2(o2, in, l2, clk);
	Register16 r3(o3, in, l3, clk);
	Register16 r4(o4, in, l4, clk);
	Register16 r5(o5, in, l5, clk);
	Register16 r6(o6, in, l6, clk);
	Register16 r7(o7, in, l7, clk);
	Register16 r8(o8, in, l8, clk);
	mux16_8way select(
		.out(out),
		.sel(address),
		.a(o1),
		.b(o2),
		.c(o3),
		.d(o4),
		.e(o5),
		.f(o6),
		.g(o7),
		.h(o8));
endmodule
```

==> impl_table.tex <==
% Auto-generated results table
\begin{tabular}{lr}
\hline
Metric & Value \\
\hline
\multicolumn{2}{l}{\textbf{Run status}} \\
Result of the run & finished clean \\
\multicolumn{2}{l}{\textbf{Worst setup path}} \\
Startpoint Class & input port \\
Worst-path cell with the longest stage delay & mux4\_1 \\
Maximum net fanout on the critical path & 18 \\
Crit-path leading delay family & buffers and inverters \\
Kind of capture point of the worst setup path & primary output \\
Endpoint required time on the critical path & about 4.5 ns \\
Stage delay of the slowest cell on the critical path & 0.61 ns \\
Worst-path cell chain & buf\_2 > buf\_4 > mux4\_1 > mux2\_2 > clkdlybuf4s50\_1 \\
Crit Path Category & input port to primary output \\
Arrival time of data at the critical path endpoint & between 3 and 4 ns \\
Worst Path Buf+Inv & 3 \\
\multicolumn{2}{l}{\textbf{GRT}} \\
Wire length of the first global-routing pass & 13280 µm \\
Overall Global Routing Usage & 20.12\% \\
Antenna violations before repair & 0 \\
Via count of the first global-routing pass & 2430 \\
Leftover overflow at the end of global routing & 0 \\
Pin count of the biggest net entering global routing & 38 \\
\multicolumn{2}{l}{\textbf{Die}} \\
Width of the die & approximately 100 µm \\
Chip height & just over 100 µm \\
Number of placement rows & 36 \\
Die Outline Area & between 10000 and 15000 µm² \\
Core area & 9864 µm² \\
\# IOs & 37 \\
Starting Density & about half \\
\multicolumn{2}{l}{\textbf{Timing}} \\
Setup slack after layout & between 1 and 1.5 ns \\
Measured slew at the worst slew-check pin & a little under 1 ns \\
Normalized max-slew margin & 33.47\% \\
Achievable frequency & approximately 230 MHz \\
Number of endpoints with negative hold slack in the final report & 0 \\
Setup repair after global routing missed its margin & false \\
Final worst path period share & 77.81\% \\
Aggregate negative setup slack & 0 ns \\
Fin Hold WS & about 1.3 ns \\
Fin crit period & between 4 and 5 ns \\
Final Max-Slew Violation Tally & 0 \\
Endpoints failing setup & 0 \\
\multicolumn{2}{l}{\textbf{Clocking}} \\
Clock buffers created by TritonCTS & 17 \\
Clock tree from TritonCTS & done \\
Total number of H-tree levels & 4 \\
Maximum clock path buffer count & 2 \\
Hold-fix buffers at CTS & 0 \\
Clock slew seen by the registers of the worst setup and hold paths & 0.06 ns \\
Count of cells resized by post-cts repair & 0 \\
Root buffer cell & clkbuf\_8 \\
Setup repair bufs after CTS & 0 \\
CTS sink count & $\sim$130 \\
\multicolumn{2}{l}{\textbf{Logic synthesis}} \\
Most used standard cell by instance count after synthesis & edfxtp\_1 \\
Count of state elements after synthesis & $\sim$130 \\
Register area share after synthesis & 75.17\% \\
Leading cell types by total area after synthesis & edfxtp\_1 (75\%), mux4\_1 (15\%), mux2\_2 (3.5\%), buf\_4 (2.3\%), mux4\_2 (1.3\%) \\
Leading area contributor after synthesis & edfxtp\_1 \\
Top-area cell share & 75.17\% \\
Yosys synthesis chip area & roughly 5000 µm² \\
Number of cell instances after yosys synthesis & $\sim$220 \\
Count of library flops with an enable pin & about 130 \\
Most numerous cell types in the synthesized netlist & edfxtp\_1 (128), mux4\_1 (29), buf\_4 (16), mux2\_2 (16), nor2\_1 (6) \\
Cell Area, Synth & roughly 5000 µm² \\
Cell Type Count & 15 \\
Synth warnings & 1 \\
Flip-flop cell with the highest count after synthesis & edfxtp\_1 \\
Post-synthesis cell count & about 220 \\
Mean Syn Cell Area & about 24 µm² \\
Share of flip-flops with an asynchronous set or reset & 0\% \\
\multicolumn{2}{l}{\textbf{Detailed routing}} \\
First-pass detailed-route iteration total & 4 \\
First DRT Iteration DRCs & slightly below 90 \\
Routed wire per std cell & approximately 22 µm \\
Vias per Instance & between 5 and 6 \\
Total Routed Length & between 8000 and 9000 µm \\
Antenna Violating Nets Remaining & 0 \\
Total vias in the final route & roughly 2300 \\
Count of antenna diodes in the layout & 0 \\
DR DRC count & 0 \\
\multicolumn{2}{l}{\textbf{Finish}} \\
Signed area change from the synthesized netlist to the final layout & 21.48\% \\
Share of final-layout standard cells stronger than drive strength 1 & between 20\% and 30\% \\
Post-route standard cell area excluding fillers & slightly above 6000 µm² \\
\multicolumn{2}{l}{\textbf{Run}} \\
\# Max-Cap Violations & 0 \\
Tally of OpenROAD warnings & 25 \\
\multicolumn{2}{l}{\textbf{Place}} \\
Routability cong. & 0.7671 \\
Estimated wirelength of the detail-placed design & a little over 5000 µm \\
Setup WS pre-CTS & approximately 1.2 ns \\
Area after DPL & approximately 5600 µm² \\
Count of input and output buffers & 36 \\
\multicolumn{2}{l}{\textbf{Power and ir drop}} \\
Static leakage power & 2.104 nW \\
Peak supply drop & $\sim$0.20 mV \\
Power density relative to cell area & between 300 and 400 nW/µm² \\
Overall Power & 0.002406 W \\
\multicolumn{2}{l}{\textbf{Min path}} \\
Type of the tightest min-delay check & input port to register \\
\hline
\end{tabular}
==> sequential cells by signal, summed over array words and instances, names as in the netlist <==
signal  cells
r6.out     16
r1.out     16
r3.out     16
r5.out     16
r4.out     16
r2.out     16
r7.out     16
r8.out     16
==> cells in the final DEF, fill, tap and decap left out <==
master / count
edfxtp_1: 128
clkdlybuf4s50_1: 35
mux4_1: 29
mux2_2: 16
clkbuf_16: 16
buf_4: 15
nor2_1: 6
bufinv_16: 6
clkinv_4: 4
nand2b_1: 3
mux4_2: 3
clkinv_1: 3
nand2_1: 2
nor3_2: 2
clkinvlp_4: 2
clkbuf_8: 1
buf_2: 1
==> routing by layer <==
metal	share of wire (%)	GRT usage [%]	up-vias
met3	12	13.09	8
li1	-	-	1001
met1	38	29.95	1120
met2	49	29.23	125
met4	0.99	2.275	0
met5	0	0	-
==> power breakdown <==
group          leakage, nW  internal (W)  switching, W
Sequential            1.16       0.00109    0.00000594
Combinational        0.630     0.0000729     0.0000518
Clock                0.311      0.000810      0.000378
Total                 2.10       0.00197      0.000435
==> metrics by stage <==
step | instances | util [%]
5_1_grt | 405 | 62.98
3_5_place_dp | 373 | 56.33
4_1_cts | 405 | 62.98
6_report | 405 | 62.98
3_3_place_gp | 373 | 56.33
2_1_floorplan | 215 | -
==> path summary, 6_finish.rpt <==
| path | startpoint | endpoint | cells past startpoint |
|---|---|---|---|
| hold / removal | in[4] | r2.out[4] | 1 |
| setup / recovery | address[0] | out[12] | 5 |
==> logic make-up (layout without fill, tap and decap cells) <==
family | Yosys count | in the layout | share of synthesized area (%)
multiplexers | 48 | 48 | 19.75
AND/OR/NAND/NOR | 13 | 13 | 1.150
flip-flops | 128 | 128 | 75.17
buffers and inverters | 26 | 83 | 3.939
==> area by class of cell <==
cell class | instances | area (µm²)
clock buffers | 17 | 414.1
clock inverters | 15 | 241.5
fillers | 623 | 3652
multi-input cells | 61 | 1079
flip-flops and latches | 128 | 3844
well taps | 133 | 166.4
repair buffers | 51 | 467.9
No activity file was given, so power comes from the tool's default toggle rates.
